==> flow/design.v <==
module display_rom (letter, display);
    input   [4:0] letter;
    reg  [6:0] displays;
	output [6:0] display;
	always @ (letter)
	case (letter)
	5'b00000 :  displays = 7'b1110111;  
	5'b00001 :  displays = 7'b1111100;  
	5'b00010 :  displays = 7'b1011000;  
	5'b00011 :  displays = 7'b1011110;  
	5'b00100 :  displays = 7'b1111001;  
	5'b00101 :  displays = 7'b1110001;  
	5'b00110 :  displays = 7'b1101111;  
	5'b00111 :  displays = 7'b1110110;  
	5'b01000 :  displays = 7'b0000110;  
	5'b01001 :  displays = 7'b0011110;  
	5'b01010 :  displays = 7'b1111000;  
	5'b01011 :  displays = 7'b0111000;  
	5'b01100 :  displays = 7'b0010101;  
	5'b01101 :  displays = 7'b1010100;  
	5'b01110 :  displays = 7'b1011100;  
	5'b01111 :  displays = 7'b1110011;  
	5'b10000 :  displays = 7'b1100111;  
	5'b10001 :  displays = 7'b1010000;  
	5'b10010 :  displays = 7'b1101101;  
	5'b10011 :  displays = 7'b1000110;  
	5'b10100 :  displays = 7'b0111110;  
	5'b10101 :  displays = 7'b0011100;  
	5'b10110 :  displays = 7'b0101010;  
	5'b10111 :  displays = 7'b1001001;  
	5'b11000 :  displays = 7'b1101110;  
	5'b11001 :  displays = 7'b1011011;  
	default : displays = 7'b1000000;
	endcase
	assign display = displays;
endmodule
module display_mux (letter, g,f,e,d,c,b,a);
    input   [4:0] letter;
    output  g,f,e,d,c,b,a;
	wire out1, out2, out3, out4;
	wire [7:0] muxA = {1'b0,1'b1,1'b1,1'b1,1'b0,1'b0,1'b0,1'b1};  
	wire [7:0] muxB = {1'b1,1'b0,1'b0,1'b1,1'b0,1'b0,1'b0,1'b0};
	wire [7:0] muxC = {1'b1,1'b0,1'b0,1'b0,1'b0,1'b1,1'b0,1'b1};
	wire [7:0] muxD = {1'b0,1'b0,1'b0,1'b0,1'b0,1'b0,1'b1,1'b0};
	wire [4:0] muxE = {out4,out3,out2,out1};
	wire [2:0] select1 = letter[2:0];
	wire [4:3] select2 = letter[4:3];
	assign out1 = muxA[select1];
	assign out2 = muxB[select1];
	assign out3 = muxC[select1];
	assign out4 = muxD[select1];
	assign a = muxE[select2];
	wire out6, out7, out8, out9;
	wire [7:0] mux1 = {1'b1,1'b1,1'b1,1'b1,1'b1,1'b1,1'b1,1'b1};  
	wire [7:0] mux2 = {1'b1,1'b1,1'b1,1'b0,1'b0,1'b1,1'b0,1'b0};
	wire [7:0] mux3 = {1'b1,1'b0,1'b0,1'b0,1'b1,1'b1,1'b1,1'b1};
	wire [7:0] mux4 = {1'b1,1'b1,1'b1,1'b1,1'b1,1'b1,1'b1,1'b1};
	wire [4:0] mux5 = {out9,out8,out7,out6};
	wire [2:0] select3 = letter[2:0];
	wire [4:3] select4 = letter[4:3];
	assign out6 = mux1[select3];
	assign out7 = mux2[select3];
	assign out8 = mux3[select3];
	assign out9 = mux4[select3];
	assign g = mux5[select4];
	wire [0:31] muxdaddy1 = { 1'b1,1'b0,1'b0,1'b1,1'b0,1'b0,1'b1,1'b1,1'b1,1'b1,1'b0,1'b0,1'b0,1'b0,1'b0,1'b1,1'b1,1'b0,1'b0,1'b1,1'b1,1'b0,1'b1,1'b0,1'b1,1'b1,1'b0,1'b0,1'b0,1'b0,1'b0,1'b0 };
	wire [0:31] muxdaddy2 = { 1'b1,1'b1,1'b0,1'b1,1'b0,1'b0,1'b1,1'b1,1'b1,1'b1,1'b0,1'b0,1'b1,1'b1,1'b1,1'b0,1'b1,1'b0,1'b1,1'b1,1'b1,1'b1,1'b0,1'b0,1'b1,1'b0,1'b0,1'b0,1'b0,1'b0,1'b0,1'b0 };
	wire [0:31] muxdaddy3 = { 1'b0,1'b1,1'b1,1'b1,1'b1,1'b0,1'b1,1'b0,1'b0,1'b1,1'b1,1'b1,1'b0,1'b0,1'b1,1'b0,1'b0,1'b0,1'b1,1'b0,1'b1,1'b1,1'b1,1'b1,1'b1,1'b1,1'b0,1'b0,1'b0,1'b0,1'b0,1'b0 };
	wire [0:31] muxdaddy4 = { 1'b1,1'b1,1'b1,1'b1,1'b1,1'b1,1'b0,1'b1,1'b0,1'b1,1'b1,1'b1,1'b1,1'b1,1'b1,1'b1,1'b0,1'b1,1'b0,1'b0,1'b1,1'b1,1'b0,1'b0,1'b0,1'b1,1'b0,1'b0,1'b0,1'b0,1'b0,1'b0 };
	wire [0:31] muxdaddy5 = { 1'b1,1'b1,1'b0,1'b0,1'b1,1'b1,1'b1,1'b1,1'b0,1'b0,1'b1,1'b1,1'b0,1'b0,1'b0,1'b1,1'b1,1'b0,1'b1,1'b0,1'b1,1'b0,1'b1,1'b0,1'b1,1'b0,1'b0,1'b0,1'b0,1'b0,1'b0,1'b0 };
	assign b = muxdaddy1[letter];
	assign c = muxdaddy2[letter];
	assign d = muxdaddy3[letter];
	assign e = muxdaddy4[letter];
	assign f = muxdaddy5[letter];
endmodule
==> flow/run.sh <==
#!/bin/bash
# OpenROAD 26Q1-2900-gdf79404cd8, Yosys 0.63+post, stock flow scripts
make -C /OpenROAD-flow-scripts/flow DESIGN_CONFIG=/design/flow/config.mk WORK_HOME=/design/flow/orfs finish
==> flow/config.mk <==
export PLATFORM = sky130hd
export DESIGN_NAME = display_mux
export DESIGN_NICKNAME = display_mux
export VERILOG_FILES = /design/flow/design.v
export SDC_FILE = /design/flow/constraint.sdc
export NUM_CORES = 4
export LEC_CHECK = 1
export CORE_AREA = 10 10 70 70
export DIE_AREA = 0 0 80 80
==> flow/constraint.sdc <==
current_design display_mux

set clk_period 2.2
set clk_io_pct 0.2

create_clock -name clk0 -period $clk_period

set non_clock_inputs [all_inputs -no_clocks]
set_input_delay [expr $clk_period * $clk_io_pct] -clock clk0 $non_clock_inputs
set_output_delay [expr $clk_period * $clk_io_pct] -clock clk0 [all_outputs]
==> job_summary.md <==
### Yosys + OpenROAD results

| Metric | Value |
|---|---|
| Synth warn | `0` |
| Post-layout util | `24.6%` |
| Max-Cap Viols | `0` |
| First-pass GRT wire length | `2.56 mm` |
| Most common cell in the netlist | `o21ai_1` |
| Rel. slew slack | `about 82%` |
| Tool warnings | `39` |
| Syn-to-layout area delta | `91.5%` |
| Filler cells | `376` |
| Unrepaired setup endpoints after global routing | `false` |
| Clk pwr share | `0%` |
| Sequential cell fraction of total power | `0%` |
| Setup violators final | `0` |
| Routed Antenna Nets | `0` |
| CLK BUF | `0` |
| Pleak | `0.000392 µW` |
| Int Pwr | `~90 µW` |
| Worst IR Drop VDD | `0.0428 mV` |
| Routability cong. | `about 0.86` |
| Hpwl dp | `1.03 mm` |
| Largest delay share family, worst path | `buffers and inverters` |
| Share of layout cells above drive strength 1 | `about two fifths` |
| Post-synth cell types | `25` |
| Initial antenna violation count | `0` |
| Wire length on met1 | `717 µm` |
| Measured slew at the worst slew-check pin | `roughly 260 ps` |
| Psw | `63.3 µW` |
| Total track usage | `4.62%` |
| Wire per inst | `10.8 µm` |
| CP cell instances | `dlygate4sd2_1 > buf_4 > a221o_1 > nand2_1 > clkdlybuf4s50_1` |
| Ports | `12` |
| Yosys Instances | `67` |
| Top routing layer used | `met4` |
| WP buf/inv | `3` |
| Vias/cell | `4.14` |
| DRT Wirelength | `1.57 mm` |
| Biggest area cells | `ha_1 (23%), o21ai_1 (11%), nand2_1 (6.8%), buf_6 (5.1%), a21oi_1 (4.6%)` |
| Total length of routed met3 wires | `between 100 and 150 µm` |
| CP max stage cell | `clkdlybuf4s50_1` |
| Mean Syn Cell Area | `6.55 µm²` |
| Largest net degree at the start of global routing | `9` |
| Post-route minimum period | `about 2200 ps` |
| Post-synth top area share | `22.8%` |
| Period Utilization, post-route | `between 90% and 100%` |
| CP max FO | `6` |
| Core area | `3420 µm²` |
| WP data arrival | `1720 ps` |
| Sequential Area | `0 µm²` |
| Logic area | `415 µm²` |
| Synth Instances | `67` |
| Mapped cell area | `439 µm²` |
| Design Area, Final | `841 µm²` |
| PortBufs | `12` |
| Routed wl met2 | `~700 µm` |
| Worst path max stage delay | `460 ps` |
| Switching Fraction | `~41%` |
| Post-synth top area cell | `ha_1` |
| Die area | `6400 µm²` |
| Dpl cell area | `712 µm²` |
| Initial core utilization | `12.9%` |
| Via count | `600` |
| Post-synth top cells | `o21ai_1 (10), ha_1 (8), nand2_1 (8)` |
| PwrDens | `~180 nW/µm²` |
| Post-synth seq share | `0%` |
| Gate power share | `roughly 100%` |
| Fin. Hold Viols | `0` |
| WP data required | `1760 ps` |
| Height of the die | `80 µm` |
| Gr ovfl total | `0` |
| Yosys synthesis chip area | `439 µm²` |
| Startpoint types | `input port` |
| Inserted Diodes | `0` |
| Die Span X | `80 µm` |
| Worst hold path type | `in -> out` |
| Pins Over Slew Limit | `0` |
| Outcome | `finished, final reports clean` |
| Flop Count | `0` |
| Detailed Routing Iterations Pass 1 | `4` |
| CP Class | `in -> out` |
| Vias in the first global route | `602` |
| Rows | `21` |
| Setup crit end kind | `output pin` |
| Residual DRC count | `0` |
| Initial DRC count | `a little under 80` |
| Peak Freq | `464 MHz` |
-- layout make-up --
class	instances	area share [%]
Multi-Input combinational cell	55	49.4
Inverter	6	2.68
Tap cell	46	6.85
Timing Repair Buffer	38	41.1
-- cell usage in the layout, fill, tap and decap left out, drive strengths merged --
master,synthesis,layout
nand2,8,8
bufbuf,0,1
nor2,4,4
a22o,1,1
mux2i,1,1
o211ai,2,2
a221o,1,1
dlymetal6s2s,0,1
buf,6,28
o21ai,12,12
a211oi,1,1
and2,1,1
dlygate4sd2,0,3
inv,6,6
o311ai,2,2
o221ai,1,1
o21a,1,1
o22ai,2,2
nand3b,1,1
clkdlybuf4s50,0,4
nand2b,3,3
ha,8,8
a21oi,4,4
and3,1,1
clkbuf,0,1
nand3,1,1
-- timing repair --
| action | CTS | global route |
|---|---|---|
| setup endpoints to repair | 7 | 4 |
| cloned | 2 | 0 |
| endpoints found under the hold margin | 0 | 0 |
| buffers inserted | 7 | 0 |
| hold buffers | 0 | 0 |
| resized | 25 | 8 |
| pin swaps | 3 | 2 |
-- tightest hold or removal path: cells and delay by family --
| family | cells | cell delay [ps] |
|---|---|---|
| buf+inv | 3 | 370 |
| simple gates | 1 | 60 |
| compound gates | 2 | 110 |
-- path summary, 6_finish.rpt --
| check | from | end | slack (ps) | cells past startpoint |
|---|---|---|---|---|
| hold / removal | letter[1] | e | 1430 | 6 |
| setup / recovery | letter[4] | f | 40 | 5 |
-- cells by family (layout without fill, tap and decap cells) --
kind of cell             Yosys count  after routing  synth area share (%)
adder cells (fa/ha/maj)            8              8                  22.8
buffers and inverters             12             44                  15.4
AND-OR/OR-AND                     27             27                  39.3
AND/OR/NAND/NOR                   19             19                  20.2
multiplexers                       1              1                  2.28
-- power groups by stage --
stage / Combinational, µW / Clock, µW / Sequential (µW)
after CTS: 147 / 0 / 0
after global routing: 168 / 0 / 0
final: 153 / 0 / 0
-- through the flow --
stage	power (µW)	setup WS, ps	setup TNS [ps]	hold WS [ps]	cells
floorplan	59.1	535	0	964	67
global route	168	8.71	0	1490	145
CTS	147	17.5	0	1580	145
detailed placement	128	-512	-2960	2090	136
finish	153	44.0	0	1430	145
global placement	127	-501	-2880	2080	136
-- layer usage --
layer | track usage [%] | vias to the layer above
met2 | 8.19 | 20
met3 | 0.909 | 2
met4 | 0.176 | 0
met1 | 5.87 | 275
li1 | - | 303
met5 | 0 | -
Power figures rest on the tool's default switching activity, not on a simulated workload.
