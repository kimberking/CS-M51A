### design/flow/run.sh
#!/bin/bash
# OpenROAD 26Q1-2900-gdf79404cd8, Yosys 0.63+post, stock flow scripts
make -C /OpenROAD-flow-scripts/flow DESIGN_CONFIG=/design/flow/config.mk WORK_HOME=/design/flow/orfs finish
### design/flow/config.mk
export PLATFORM = sky130hd
export DESIGN_NAME = adder5
export DESIGN_NICKNAME = adder5
export VERILOG_FILES = /design/flow/design.v
export SDC_FILE = /design/flow/constraint.sdc
export NUM_CORES = 4
export LEC_CHECK = 1
export CORE_AREA = 10 10 70 70
export DIE_AREA = 0 0 80 80
### design/flow/constraint.sdc
current_design adder5

set clk_period 9.2
set clk_io_pct 0.2

create_clock -name clk0 -period $clk_period

set non_clock_inputs [all_inputs -no_clocks]
set_input_delay [expr $clk_period * $clk_io_pct] -clock clk0 $non_clock_inputs
set_output_delay [expr $clk_period * $clk_io_pct] -clock clk0 [all_outputs]
### design/flow/design.v
module inverter(a,y);
    input a;
    output y;
    assign #1 y = ~a;
endmodule
module fa_gate_1(a,b,c,y);
    input a,b,c;
    output y;
    assign #1 y = ~((a&b) | (c&(b|a)));
endmodule
module fa_gate_2(a,b,c,m,y);
    input a,b,c,m;
    output y;
    assign #1 y = ~((a&b&c) | ((a|b|c)&m));
endmodule
module fa(a,b,ci,co,s);
    input a,b,ci;
    output s,co;
    wire nco, ns;
    fa_gate_1   fa_gate_1_1(a,b,ci, nco);
    fa_gate_2   fa_gate_2_1(a,b,ci,nco, ns);
    inverter    inverter_1(nco, co); 
    inverter    inverter_2(ns, s);
endmodule
module fa5 (a,b,c,d,e,ci0,ci1, 
            co1,co0,s);
    input a,b,c,d,e,ci0,ci1;
    output co1, co0, s;
	wire fa1C0ToCOUT;
	wire fa1SToFA2;
	wire fa2C0ToCOUT;
	wire fa2SToSUM;
	wire SUMC0ToCOUT;
	fa fa1(a, b, c, fa1C0ToCOUT,  fa1SToFA2);
	fa fa2(fa1SToFA2, d, e, fa2C0ToCOUT, fa2SToSUM);
	fa SUM(fa2SToSUM, ci0, ci1, SUMC0ToCOUT, s);
	fa COUT(SUMC0ToCOUT, fa2C0ToCOUT, fa1C0ToCOUT, co1, co0);
endmodule
module adder5 (a,b,c,d,e,sum);
    input [3:0] a,b,c,d,e;
	output [6:0] sum;
	wire c1,c2,c3,c4,c5,sk1,sk2,sk3,sk4;
	fa5 one(a[0],b[0],c[0],d[0],e[0],0,0,sk1,c1,sum[0]);
	fa5 two(a[1],b[1],c[1],d[1],e[1],c1,0,sk2,c2,sum[1]);
	fa5 three(a[2],b[2],c[2],d[2],e[2],sk1,c2,sk3,c3,sum[2]);
	fa5 four(a[3],b[3],c[3],d[3],e[3],sk2,c3,sk4,c4,sum[3]);
	fa five(0,sk3,c4,c5,sum[4]);
	fa six(0,c5,sk4,sum[6],sum[5]);
endmodule
==> impl_metrics.yaml <==
# physical design summary
route:
  drt_iter0_markers: 2
  route.antenna.diode_count: 0
  route.detailed.wl_per_inst_um: 7.99
  vias: 335
  routed_wl_um: 943
  drc: 0
  ant_nets: 0
  drt_first_pass_iters: 2
  vias_per_cell: 2.84
cells_and_area:
  fin_cells: 118
  fillers: 373
  drive_above_1_share_pct: 0
  logic_area_um2: 310
  regArea_um2: 0
  syn_to_final_growth_pct: 58.8
  seq_cells: 0
  clkbuf_count: 0
logic_synthesis:
  seq_area_frac_synth_pct: 0
  synth_top_cell_by_area: "fa_1"
  syn_area_um2: 468
  synth_warnings: 5
  ys_area_um2: 468
  synth_top_area_share_pct: 55.6
  syn_inst: 52
  top_cells_by_area: "fa_1 (56%), inv_1 (22%), buf_4 (11%)"
  ys_cells: 52
  avgSynthCellArea_um2: 9.00
  ys_types: 4
power_and_ir_drop:
  swShare_pct: 32.8
  p_seq_share_pct: 0
  p_comb_share_pct: 100.0
  powerDensity_mw_per_mm2: 122
  p_leak_nw: 0.380
  irDropWorstVdd_mv: 0.0704
  clkPwrFrac_pct: 0
  p_int_mw: 0.0607
  p_switching_mw: 0.0296
timing:
  hold_viol_final: 0
  layout_min_cycle_time_ns: 8.60
  relSlewSlack_pct: 93.2
  layout_worst_path_cycle_share_pct: 93.4
  rsz0062_at_grt: "no"
  drv_slew: 0
  setup_viol_count_final: 0
  worst-slew-pin-transition_ns: 0.102
  max_freq_mhz: 116
  worst_slack_ns: 0.604
  tns_ns: 0
clock_network:
  holdBufCountCts: 0
  cts_resized: 0
  post-cts-setup-buffer-count: 0
critical_path:
  cp-end-kind: "output pin"
  cp_max_fo: 1
  startpoint_type: "primary input"
  crit_type: "in2out"
  cp.arrival_ns: 6.76
  cp.required_ns: 7.36
hold_path:
  hp-class: "in2out"
placed_design:
  dp_cells: 118
  gp_congestion: 0.755
  dp_hpwl_um: 963
  pre_cts_slack_ns: 0.576
  port_buffers: 27
die:
  die_y_um: 80
  fp_util_pct: 13.7
  dieArea_mm2: 0.00640
  die_x_um: 80
  io_pins: 27
  coreArea_mm2: 0.00342
  row_count: 21
global_routing:
  grt_pass1_wl_um: 1750
  overflow: 0
  antenna_found_initial: 0
  grt_max_degree: 2
  first_global_vias: 433
  grt_use_total_pct: 3.24
run_status:
  status: "finished, final reports clean"
job:
  warning_count: 32
  drv_cap: 0
## logic make-up (layout without fill, tap and decap cells)
| kind of cell | count (synthesis) | count (layout) | share of synthesized area [%] |
|---|---|---|---|
| buf+inv | 35 | 55 | 33.7 |
| fa+ha+maj | 17 | 17 | 66.3 |
## cells in the mapped netlist
| cell type | count |
|---|---|
| buf_4 | 7 |
| fa_1 | 13 |
| ha_1 | 4 |
| inv_1 | 28 |
## cells in the final DEF (no fill, tap or decap), drive strengths merged
cell type / n
fa: 13
ha: 4
inv: 28
clkdlybuf4s50: 27
## through the flow
step                util, %  cell area (µm²)  hold slack [ns]  power [mW]
floorplan                 -              468             4.02      0.0602
detailed placement     21.8              743             4.74      0.0950
global route           21.8              743             4.80       0.109
global placement       21.8              743             4.74      0.0935
finish                 21.8              743             4.73      0.0904
CTS                    21.8              743             4.74      0.0960
## worst max-delay path, cell delays in order
cell	delay [ns]
clkdlybuf4s50_1	0.46
inv_1	0.05
fa_1	0.48
fa_1	0.36
inv_1	0.06
ha_1	0.12
ha_1	0.13
inv_1	0.04
fa_1	0.47
inv_1	0.05
fa_1	0.38
fa_1	0.50
inv_1	0.05
fa_1	0.35
inv_1	0.08
fa_1	0.41
ha_1	0.20
ha_1	0.27
clkdlybuf4s50_1	0.46
## per-layer routing
metal	track usage [%]	up-vias	part of all wire, %
li1	-	165	-
met2	5.54	19	44
met4	0	0	0
met5	0	-	0
met1	3.60	151	35
met3	1.93	0	20
## final cells by class
class | instances | area share (%)
Timing Repair Buffer | 27 | 36.4
Multi-Input combinational cell | 17 | 41.8
Inverter | 28 | 14.1
Tap cell | 46 | 7.74
## power groups by stage
stage	logic, mW	registers (mW)	clock network [mW]
finish	0.0904	0	0
global route	0.109	0	0
CTS	0.0960	0	0
## worst paths after layout
check | start | to | slack [ns] | cells past startpoint
min | e[0] | sum[0] | 4.73 | 5
max | a[0] | sum[5] | 0.60 | 19
Power and IR drop assume default switching activity.
